[run.sh]
#!/bin/bash
# OpenROAD 26Q1-2900-gdf79404cd8, Yosys 0.63+post, stock flow scripts
make -C /OpenROAD-flow-scripts/flow DESIGN_CONFIG=/design/flow/config.mk WORK_HOME=/design/flow/orfs finish
[config.mk]
export PLATFORM = sky130hd
export DESIGN_NAME = bist
export DESIGN_NICKNAME = bist
export VERILOG_FILES = /design/flow/design.v
export SDC_FILE = /design/flow/constraint.sdc
export NUM_CORES = 4
export LEC_CHECK = 1
export CORE_UTILIZATION = 30
[constraint.sdc]
current_design bist

set clk_period 4.9
set clk_io_pct 0.2

create_clock -name clk0 -period $clk_period [get_ports {clk}]

set non_clock_inputs [all_inputs -no_clocks]
set_input_delay [expr $clk_period * $clk_io_pct] -clock clk0 $non_clock_inputs
set_output_delay [expr $clk_period * $clk_io_pct] -clock clk0 [all_outputs]
[design.v]
`timescale 1ns/1ns
module bist #(
    parameter DATA_WIDTH=32,                               
    parameter c2dr=3                                       
)(
    input  wire                          clk,              
    input  wire                          rst_n,            
    output reg [DATA_WIDTH-1:0]          data_out,         
    output reg                           valid_out,        
    output wire                          sync,             
    input  wire                          enable,           
    input  wire                          capture_start,    
    input  wire                          pattern_sel       
 );
reg  [DATA_WIDTH-1:0]         inc_data;                    
reg  [DATA_WIDTH-1:0]         lfsr_data;                   
wire                          feedback;                    
reg                           enable_d;                    
reg                           pattern_sel_d;               
wire [DATA_WIDTH-1:0]         data_out_temp;               
reg  [DATA_WIDTH-1:0]         data_out_d;                  
reg                           valid_temp;                  
wire                          en_d_inv;                    
wire                          pulse;                       
reg [($clog2(c2dr))-1:0]           cnt;
always@(posedge clk) begin
    if (~rst_n) 
        valid_out <= 0;
    else if (enable==1)
        valid_out <= valid_temp;
    else if(enable==0)
        valid_out <= valid_out;
    else
        valid_out <= 0;
end
always@(posedge clk) begin
    if (~rst_n) begin
        enable_d      <=        1'b0;
        pattern_sel_d <=        1'b0;
    end
    else begin
        enable_d      <=      enable;
        pattern_sel_d <= pattern_sel;
        data_out      <=  data_out_d;
    end
end
always@(posedge clk) begin
    if (~rst_n) 
        data_out_d   <= {DATA_WIDTH{1'b0}};
    else
        data_out_d   <=      data_out_temp;
end
always@(posedge clk) begin
    if (~rst_n) begin
        valid_out   <=      1'b0;
    end
    else begin 
        valid_out   <=    ~cnt;
    end
end
always@(posedge clk) begin
    if (~rst_n) begin
        cnt <= 0;
    end else if (capture_start && enable) begin
        if (cnt == c2dr-1) begin
            cnt <= 0;
        end else if ((cnt != c2dr-1) || (cnt != 0)) begin
            cnt <= cnt + 1;
        end
    end
end
always@(posedge clk) begin
    if (~rst_n) begin
        inc_data <= {DATA_WIDTH{1'b0}};
    end else if (capture_start && enable) begin
            inc_data <= inc_data + 1;
    end
    else begin
        inc_data <= inc_data;
    end
end
always@(posedge clk) begin
    if((enable == 1'b1 && pulse == 1'b1 && capture_start == 1'b1) || (~rst_n)) begin
        lfsr_data <= {DATA_WIDTH{1'b0}};
    end else if ((enable == 1'b1)) begin
        case (DATA_WIDTH)
            8: begin
                lfsr_data <= {lfsr_data[6:0], feedback};
            end
            16: begin
                lfsr_data <= {lfsr_data[14:0], feedback};
            end
            32: begin
                lfsr_data <= {lfsr_data[30:0], feedback};
            end
            64: begin
                lfsr_data <= {lfsr_data[62:0], feedback};
            end
            default: begin
                lfsr_data <=  lfsr_data;
            end
        endcase
    end else begin
        lfsr_data <=  lfsr_data;
   end
end
assign feedback = (DATA_WIDTH == 8) ? ~(lfsr_data[7] ^ lfsr_data[5] ^ lfsr_data[4] ^ lfsr_data[3]) :
                  (DATA_WIDTH == 16) ? ~(lfsr_data[15] ^ lfsr_data[14] ^ lfsr_data[12] ^ lfsr_data[3]) :
                  (DATA_WIDTH == 32) ? ~(lfsr_data[31] ^ lfsr_data[21] ^ lfsr_data[1] ^ lfsr_data[0]) :
                  (DATA_WIDTH == 32) ? ~(lfsr_data[63] ^ lfsr_data[62] ^ lfsr_data[60] ^ lfsr_data[59]) :
                                                                                               'b0;
assign data_out_temp = (pattern_sel_d == 1'b1) ? lfsr_data : 
                                                  inc_data ;
assign sync = ((inc_data[15:0] || lfsr_data[15:0]) == 'h1);
assign en_d_inv = ~enable_d;                               
assign pulse = enable & en_d_inv;                          
endmodule
==> qor.yml <==
outcome:
  run_status: "finished, final reports clean"
final_timing:
  final.min_clock_period_ns: 3.10
  tightestPinTransition_ns: 0.693
  holdWs_ns: 0.401
  post-route-period-util_pct: 63.3
  hold_viol_final: 0
  timing.final.ws_setup_ns: 1.80
  fin_skew_ns: 0.00623
  achievable-frequency_mhz: 322
  max_slew_violation_count: 0
  final.setup.tns_ns: 0
  timing.final.setup_violations: 0
  max-slew-margin-rel_pct: 53.8
  setup_repair_after_global_routing_missed_its_margin: "no"
power:
  leakage_component_of_the_power_nw: 2.18
  power_per_cell_area_nw_per_um2: 397
  power_mw: 2.42
  worst_ir_drop_vdd_v: 0.000227
critical_path:
  critical-path-max-stage-delay_ns: 0.49
  worst_setup_path_start_kind: "flip-flop"
  timing.critical_path.slowest_stage_cell: "sky130_fd_sc_hd__or4_1"
  crit_path_capture_type: "primary output"
  cp_max_fo: 6
  critPathLaunch: "inc_data[2]"
  worstPathRequired_ns: 3.92
  rrSetupSlack_ns: 2.56
  worstReg2RegEnd: "inc_data[25]"
  arrival_ns: 2.12
  number_of_cells_on_the_worst_reg_to_reg_path: 4
  critical_path.cell_chain: "or4_1 > nor4_1 > nand4_1 > clkdlybuf4s50_1"
  r2r-start: "inc_data[2]"
  setup.worst_path.class: "flip-flop to primary output"
floorplan:
  initial_utilization_pct: 31.1
  placeableCoreArea_sq_um: 16000
  number_of_rows_in_the_core_area: 46
  fp.dieW_um: 131
  die_height_um: 131
  boundaryPins: 39
  chipArea_sq_um: 17100
cells_and_area:
  fraction_of_layout_cells_with_a_size_suffix_above_1_pct: 9.88
  fin_util_pct: 38.0
  post_layout_nonfiller_instances: 712
  stdcell_area_sq_um: 6080
  final_cell_mix: "sky130_fd_sc_hd__dfxtp_1 (97), sky130_fd_sc_hd__nor2_1 (76), sky130_fd_sc_hd__mux2i_1 (63)"
  most_frequently_placed_logic_cell_in_the_final_layout: "sky130_fd_sc_hd__dfxtp_1"
  fillers: 1539
  area_delta_synth_final_pct: 22.4
synth:
  dominantRegCellSynth: "sky130_fd_sc_hd__dfxtp_1"
  synth_largest_type_area_fraction_pct: 39.5
  synthesis.area_sq_um: 4970
  topCellsByArea: "sky130_fd_sc_hd__dfxtp_1 (39%), sky130_fd_sc_hd__edfxtp_1 (19%), sky130_fd_sc_hd__mux2i_1 (13%)"
  post_synth.cell_area_avg_sq_um: 11.1
  yosys.cell_types.count: 40
  synth.yosys.chip_area_sq_um: 4970
  async_flop_share_pct: 0
  synth-seq-area-share_pct: 58.8
  ys_warn_count: 4
  synth-edff-count: 32
  synthCells: 448
  cell_taking_the_most_area_after_synthesis: "sky130_fd_sc_hd__dfxtp_1"
  synth_register_bits: 130
  yosys_cells: 448
placement:
  post-dp-hpwl_mm: 6.10
  placement.setup.worst_slack_ns: 1.54
  placedCellCount: 680
  post_dp_cell_area_sq_um: 5500
  io_buffers: 37
  gp_congestion: 0.788
drt:
  postRouteAntennaNets: 0
  dr.first_iter.drc_count: 206
  finalWirelength_mm: 9.68
  drc: 0
  number_of_detailed_routing_iterations_run_before_antenna_repair: 4
  drt-vias-per-instance: 4.71
  antenna_cells: 0
  wl_per_cell_um: 13.6
  vias: 3351
min_path:
  min_delay_startpoint: "data_out_d[10]"
  min_to: "data_out[10]"
  min-delay-path-class: "flip-flop to flip-flop"
  holdPathStages: 0
clocking:
  clk_pin_slew_worst_paths_ns: 0.06
  cts_buffers: 17
  tritoncts: "built"
  cts-root-to-sink-buffers: 2
  post-cts-setup-buffer-count: 0
  worst_skew_pair_latency_ns: 0.41
  cts-root-buf: "sky130_fd_sc_hd__clkbuf_16"
  cts.hold.buffers_added: 0
  numClockSinks: 130
  post_cts_resize_count: 0
  h-tree-depth: 4
global_routing:
  antenna_found_initial: 0
  vias_in_the_first_global_route: 3148
  gr-total-overflow: 0
  grt_use_met2_pct: 19.8
  groute.layer.met1.usage_pct: 17.7
  grt_max_degree: 65
  grt_use_met3_pct: 2.94
  grt_most_used_layer: "met2"
  grt_pass1_wl_mm: 15.9
  groute.usage.overall_pct: 12.3
job:
  max-cap-violations: 0
  warnings: 26
## synth_stat cells, drive strengths merged (3+ instances only)
| cell | count |
|---|---|
| a21oi | 21 |
| and4 | 7 |
| buf | 17 |
| clkbuf | 9 |
| dfxtp | 98 |
| edfxtp | 32 |
| inv | 6 |
| mux2i | 63 |
| nand2 | 17 |
| nand3 | 15 |
| nand4 | 11 |
| nor2 | 76 |
| nor3 | 3 |
| nor4 | 9 |
| o21ai | 7 |
| o31ai | 12 |
| or3 | 5 |
| or4 | 17 |
| xnor2 | 6 |
| xor2 | 6 |
## metal layers
layer	up-vias	share of wire (%)	routed length, um
met5	-	0	0
met2	74	48	4600
met3	7	4.4	422
met4	0	1.2	119
met1	1579	47	4530
li1	1691	-	-
## registers in the layout, summed over array words and instances (netlist names)
register	count
inc_data	32
pattern_sel_d	1
data_out	32
enable_d	1
lfsr_data	32
data_out_d	32
## worst max-delay path by stage
stage,end,slack [ns]
4_1_cts,sync,1.77
5_1_grt,sync,1.65
6_report,sync,1.80
## worst max-delay path, delay by kind of cell (launching register included)
kind	cells	cell delay, ns
and+or+nand+nor	3	0.90
buffers and inverters	1	0.43
DFF	1	0.39
## report_power, final
group	switching [mW]	total [mW]	internal, mW
clock network	0.466	1.22	0.753
logic	0.0429	0.0820	0.0392
registers	0.00627	1.12	1.11
total	0.515	2.42	1.90
## logic make-up after synthesis
kind of cell	Yosys count	share of synthesized area, %
AOI/OAI and AO/OA	41	4.81
xor gates and xnor gates	13	2.57
adders and majority gates	2	0.503
buffers and inverters	32	3.37
DFF	130	58.8
muxes	63	12.7
other	1	0.0755
and+or+nand+nor	166	17.2
## cell type report
class	instances	area, sq um	share of cell area, %
tap	216	270	4.44
sequential	130	2920	48.1
clock inverter	15	161	2.65
inverter	6	22.5	0.370
clock buffer	17	425	6.99
timing repair buffer	42	398	6.54
multi-input combinational	286	1880	30.9
No activity file was given, so power comes from the tool's default toggle rates.
